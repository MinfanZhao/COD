===== ./config.mk =====
export PLATFORM = sky130hd
export DESIGN_NAME = main
export DESIGN_NICKNAME = main
export VERILOG_FILES = /design/flow/design.v
export SDC_FILE = /design/flow/constraint.sdc
export NUM_CORES = 4
export LEC_CHECK = 1
export CORE_UTILIZATION = 30

===== ./constraint.sdc =====
current_design main

set clk_period 41.5
set clk_io_pct 0.2

create_clock -name clk0 -period $clk_period

set non_clock_inputs [all_inputs -no_clocks]
set_input_delay [expr $clk_period * $clk_io_pct] -clock clk0 $non_clock_inputs
set_output_delay [expr $clk_period * $clk_io_pct] -clock clk0 [all_outputs]

===== ./design.v =====
`timescale 1ns / 1ps
`timescale 1ns / 1ps
module main(
input   [31:0] alu_a,
input   [31:0] alu_b,
output [31:0]alu_out
    );
   wire [31:0]c;
   wire [31:0]d;
   wire [31:0]e;
    alu alu1(
    .alu_a (alu_a),
    .alu_b (alu_b),
    .alu_op (1),
    .alu_out (c)
    );
    alu alu2(
        .alu_a (alu_b),
        .alu_b (c),
        .alu_op (1),
        .alu_out (d)
        );
        alu alu3(
            .alu_a (c),
            .alu_b (d),
            .alu_op (1),
            .alu_out (e)
            );
            alu alu4(
                .alu_a (d),
                .alu_b (e),
                .alu_op (1),
                .alu_out (alu_out)
                );
endmodule
`timescale 1ns / 1ps
module alu(
input signed  [31:0] alu_a,
input signed  [31:0] alu_b,
input  [4:0] alu_op,
output reg [31:0] alu_out
    );
    parameter	   A_NOP= 5'h00;	
    parameter    A_ADD= 5'h01;
    parameter    A_SUB= 5'h02; 
    parameter    A_AND= 5'h03;   
    parameter    A_OR= 5'h04;   
    parameter    A_XOR= 5'h05;   
    parameter    A_NOR= 5'h06;  
      always@(*) 
       case(alu_op)
        A_NOP: alu_out = 0;
        A_ADD: alu_out = alu_a+alu_b;
        A_SUB: alu_out = alu_a-alu_b;
        A_AND: alu_out = alu_a &alu_b;
        A_OR: alu_out = alu_a|alu_b;
        A_XOR:alu_out = alu_a^alu_b;
        A_NOR: alu_out = ~(alu_a|alu_b);  
        default: alu_out=0;   
      endcase
endmodule

===== ./run.sh =====
#!/bin/bash
# OpenROAD 26Q1-2900-gdf79404cd8, Yosys 0.63+post, stock flow scripts
make -C /OpenROAD-flow-scripts/flow DESIGN_CONFIG=/design/flow/config.mk WORK_HOME=/design/flow/orfs finish

==> GITHUB_STEP_SUMMARY <==
## PnR job results

| Metric | Value |
|---|---|
| Routed wire length | `12100 um` |
| IO Port Bufs | `approximately 96` |
| Max_cap viols | `0` |
| Number of antenna-violating nets in the routed design | `0` |
| CP Class | `input port to output port` |
| Final cycle utilization of the critical path | `56.2%` |
| Crit-path leading delay family | `AND-OR/OR-AND gates` |
| Buffers and inverters on the worst path | `2` |
| Starting DRT DRC Count | `180` |
| Required @ worst endpoint | `33.20 ns` |
| Mean number of vias per cell | `5.16` |
| Global-route track usage on met2 | `23.5%` |
| Maximum number of pins on one net before global-route repair | `10` |
| Total count of hold-check failures in the final report | `0` |
| Number of rows created at floorplan | `about 44` |
| Die H | `124 um` |
| Critical Path Start Type | `input port` |
| DIE WIDTH | `124 um` |
| Seq Cell Count | `0` |
| Number of optimization iterations in the first detailed-route pass | `4` |
| Synth Seq Share | `0%` |
| Total of clock buffers placed in the layout | `0` |
| P&R area growth vs syn | `25.7%` |
| Synthesized area | `4490 um^2` |
| Total DRC errors in the routed layout | `0` |
| Slew at the pin closest to its max-slew limit | `around 0.57 ns` |
| Buffers inserted by post-CTS timing repair | `0` |
| Boundary Pins | `96` |
| Met1 Use GR | `a little over a quarter` |
| Non-filler cells in the finished layout | `884` |
| Final count of pins violating max slew | `0` |
| Ratio of cells with drive above 1 in the final layout | `3.57%` |
| Critical path's slowest cell | `clkdlybuf4s50_1` |
| Cell count listed in synth_stat.txt | `613` |
| Initial cell density of the core | `30.8%` |
| Tightest slew margin relative to the limit | `61.6%` |
| Placer congestion estimate | `0.904` |
| Global Route Usage Sum | `15.9%` |
| Status | `completed` |
| Worst setup margin | `between 15 and 20 ns` |
| Cts-stage hold buffer count | `0` |
| OpenROAD warnings | `37` |
| Logic area | `4350 um^2` |
| Final HPWL DP | `10800 um` |
| Met3 routing resource usage after global routing | `0.701%` |
| Fmax | `42.9 MHz` |
| Final setup TNS | `0 ns` |
| Cells resized by post-CTS repair | `0` |
| Area taken by flip-flops and latches | `0 um^2` |
| Critical Path End Type | `output port` |
| Area reported by Yosys stat | `4490 um^2` |
| CP Launch Point | `alu_b[0]` |
| Number of fill cells | `approximately 1500` |
| Routed wirelength normalized by instance count | `13.7 um` |
| Global-route wire length before repair | `slightly above 20000 um` |
| Total global routing overflow | `0` |
| Number of endpoints failing setup at the final stage | `0` |
| Hold Path Class | `input port to output port` |
| RSZ-0062 raised after global routing | `false` |
| Post-synthesis instance total | `613` |
| Overall via count from detail_route | `around 4600` |
| Max rail drop VDD | `0.0174 mV` |
| Lkg Pwr | `2.55 nW` |
| Number of antenna diodes | `0` |
| Synth warn | `5` |
| Startpoint of the lowest-slack hold path | `alu_a[0]` |
| Delay of the slowest critical-path stage | `between 0.4 and 0.5 ns` |
| Busiest metal layer after global routing | `met1` |
| Initial antenna violation count | `0` |
| P per Cell Area | `63.7 nW/um^2` |
| Overall chip area | `15500 um^2` |
| Distinct lib cells used | `~67` |
| Area of the placeable core | `14600 um^2` |
| Syn_area_per_cell | `roughly 7.3 um^2` |
| Pre-CTS WS | `between 15 and 20 ns` |
| Number of global-route vias before repair | `4217` |
| Peak fanout along the critical path | `5` |
| Post-placement cell count | `884` |
| Critical path data arrival time | `approximately 15 ns` |
| Shortest period the worst path allows | `23.32 ns` |
metal layers:
metal	vias to the layer above	share of wire, %
met4	0	0
met1	2003	57
met3	0	3.4
met2	64	40
li1	2497	-
met5	-	0
worst paths after layout:
check,end,slack (ns),depth (start not counted)
max,alu_out[31],18.18,30
min,alu_out[0],17.68,5
tightest hold or removal path, delay by kind of cell:
| family | cells | cell delay (ns) |
|---|---|---|
| fa+ha+maj | 1 | 0.16 |
| buf+inv | 4 | 0.92 |
layout make-up:
| type | instances | share of cell area, % |
|---|---|---|
| inverter | 27 | 1.79 |
| multi-input combinational | 577 | 77.1 |
| tap | 184 | 4.08 |
| timing repair buffer | 96 | 17.0 |
where the power goes:
| part | total (W) | internal, W | leakage [nW] | switching, W |
|---|---|---|---|---|
| clock network | 0 | 0 | 0 | 0 |
| logic | 0.000360 | 0.000198 | 2.55 | 0.000162 |
| registers | 0 | 0 | 0 | 0 |
kinds of logic (layout without fill, tap and decap cells):
family	Yosys count	count (layout)	synth area share [%]
xor gates and xnor gates	75	75	14.9
buffers and inverters	36	123	3.06
adders and majority gates	98	98	27.8
muxes	1	1	0.223
AOI/OAI and AO/OA	224	224	34.0
and+or+nand+nor	179	179	19.9
synthesized netlist by cell type (all sizes together) (12+ instances only):
| library cell | number | area share, % |
|---|---|---|
| o21ai | 39 | 4.4 |
| xor2 | 23 | 4.5 |
| a211oi | 13 | 2.5 |
| nor3 | 15 | 1.7 |
| ha | 95 | 26 |
| xnor2 | 51 | 9.9 |
| a21o | 42 | 7.2 |
| and3 | 12 | 1.7 |
| nand4 | 14 | 1.9 |
| nand3 | 16 | 1.8 |
| nor2 | 50 | 4.2 |
| a21oi | 71 | 8.3 |
| nand2 | 34 | 2.8 |
| inv | 27 | 2.3 |
stage by stage:
stage	instance area (um^2)	hold WS [ns]	power, W	utilization, %
after floorplan	4490	16.75	0.000219	-
after global placement	5650	17.69	0.000363	38.7
after detailed placement	5650	17.69	0.000361	38.7
after CTS	5650	17.69	0.000364	38.7
after global routing	5650	17.74	0.000404	38.7
final	5650	17.68	0.000360	38.7
cell usage in the layout, fill, tap and decap left out, drive strengths merged, types with 13 or more instances in the layout:
| master | count |
|---|---|
| a211oi | 13 |
| a21o | 42 |
| a21oi | 71 |
| clkdlybuf4s50 | 96 |
| ha | 95 |
| inv | 27 |
| nand2 | 34 |
| nand3 | 16 |
| nand4 | 14 |
| nor2 | 50 |
| nor3 | 15 |
| o21ai | 39 |
| xnor2 | 51 |
| xor2 | 23 |
Power figures rest on the tool's default switching activity, not on a simulated workload.
