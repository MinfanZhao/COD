### ./config.mk
export PLATFORM = sky130hd
export DESIGN_NAME = id_ex
export DESIGN_NICKNAME = id_ex
export VERILOG_FILES = /design/flow/design.v
export SDC_FILE = /design/flow/constraint.sdc
export NUM_CORES = 4
export LEC_CHECK = 1
export CORE_UTILIZATION = 40
### ./constraint.sdc
current_design id_ex

set clk_period 9.4
set clk_io_pct 0.2

create_clock -name clk0 -period $clk_period [get_ports {clk}]

set non_clock_inputs [all_inputs -no_clocks]
set_input_delay [expr $clk_period * $clk_io_pct] -clock clk0 $non_clock_inputs
set_output_delay [expr $clk_period * $clk_io_pct] -clock clk0 [all_outputs]
### ./design.v
`timescale 1ns / 1ps
`timescale 1ns / 1ps
`timescale 1ns / 1ps
module id_ex(
	input  					clk,
	input  					rst,
	input [5:0] 				stall,
	input  [7:0]         	id_aluop,
	input  [2:0]        	id_alusel,
	input  [31:0]           id_reg1,
	input  [31:0]           id_reg2,
	input  [31:0]      		id_wd,
	input                   id_wreg,	
	input   [31:0]			id_inst,
	output reg[7:0]       ex_aluop,
	output reg[2:0]      ex_alusel,
	output reg[31:0]           	ex_reg1,
	output reg[31:0]          	ex_reg2,
	output reg[31:0]       		ex_wd,
	output reg                  ex_wreg,
	output reg [31:0]			ex_inst
);
	always @ (posedge clk) begin
		if (~rst) begin
			ex_aluop <= 8'b00000000;
			ex_alusel <= 3'b000;
			ex_reg1 <= 32'd0;
			ex_reg2 <= 32'd0;
			ex_wd <= 32'd0;
			ex_wreg <= 1'd0;
			ex_inst <= 32'd0;
		end else if(stall[2] == 1'd1 && stall[3] == 1'd0) begin
			ex_aluop <= 8'b00000000;
			ex_alusel <= 3'b000;
			ex_reg1 <= 32'd0;
			ex_reg2 <= 32'd0;
			ex_wd <= 32'd0;
			ex_wreg <= 1'd0;
			ex_inst <= 32'd0;			
		end else if(stall[2] == 1'd0) begin		
			ex_aluop <= id_aluop;
			ex_alusel <= id_alusel;
			ex_reg1 <= id_reg1;
			ex_reg2 <= id_reg2;
			ex_wd <= id_wd;
			ex_wreg <= id_wreg;	
			ex_inst <= id_inst;				
		end
	end
endmodule
### ./run.sh
#!/bin/bash
# OpenROAD 26Q1-2900-gdf79404cd8, Yosys 0.63+post, stock flow scripts
make -C /OpenROAD-flow-scripts/flow DESIGN_CONFIG=/design/flow/config.mk WORK_HOME=/design/flow/orfs finish
==> run summary <==
impl run done, here's what came out: unrepaired setup endpoints after global routing=false, main flop type=dfxtp_1, min-delay src=ex_reg1[16], Place WS=5.06 ns, clock root buffer=clkbuf_16, reg-to-reg startpoint=ex_inst[24], CP endpoint kind=flop, first-pass GRT wire length=23.5 mm, Via density=5.21, DRT iter0 DRCs=352, Clock Skew=0 ns, Registers, synthesis=140, Achievable Freq=255 MHz, status=complete, no violations, Setup WS post-layout=5.47 ns, CTS tree=done, post-route cell area=0.00880 mm2, vias post-DR=4764, clock latency (worst-skew pair)=0.41 ns, Peak VDD IR=0.0990 mV, placed cell areas=0.00821 mm2, Cells after Synth=484, core area=0.0133 mm2, worst hold stages=1, crit path DAT=4.27 ns, post-synth top area cell=dfxtp_1, Antenna Nets Post-Route=0, Compound Share, Synth=0.256, Top-area cell share=0.512, register-to-register setup slack=8.72 ns, Largest logic family=AND-OR/OR-AND gates, # setup viols final=0, post-DR wirelength/cell=16.7 um, most frequent cells after synthesis=140 x a32o_1, 140 x dfxtp_1, 112 x nor2b_1, 32 x clkbuf_1, 28 x and2b_1, worst hold path class=reg2reg, Slew Viols, Final=0, diode count=0, final hold violation count=0, Netlist cell types=10, Critical Path RT=9.75 ns, antenna violations before repair=0, largest net degree at the start of global routing=212, tally of OpenROAD warnings=32, die height=119 um, hold_buf cts=0, Post-synth EDFFs=0, fin crit share=0.418, power density over cell area=171 mW/mm2, leakage=3.22 nW, Hold EP=ex_reg1[16], Site Rows=42, Avg Synthesized Cell Area=11.3 um2, die area=0.0141 mm2, yosys stat chip area=0.00547 mm2, # IOs=288, share of post-route cells with drive strength above 1=0.0461, Critical Path Max Stage Delay=0.77 ns, FF-to-FF path depth=1, post-CTS setup buffers=0, hpwl dp=9.74 mm, total power=1.51 mW, post_cts resized=0, r2r endpoint=ex_inst[24], startpoint types=primary input, Basic Gates by Area=0.168, grt ovf=0, sequential-to-total area share from yosys stat=0.512, mux share=0, crit path max fanout=76, Total Wirelength=15.3 mm, Layout area overhead=60.9%, worst path cell trace=buf_4 > and2_4 > buf_4 > a32o_1, drc violations=0, vias in the first global route=4361, Pre-Repair DR Iteration Count=5, Async SR Flop Fraction=0, Slew Limit Headroom=0.440, Setup Crit Path Kind=in2reg, worst slew pin tran=0.839 ns, Tmin final=3.93 ns, setup TNS=0 ns, adder share=0, Synth Warn #=1, Syn Std Cell Area=0.00547 mm2, Placer Congestion=0.785, Clock Path Buffers=2, clock-pin transition on the worst setup and hold timing paths=0.05 ns, FP Core Util=0.411, ys cells=484, Die Width=119 um, gr usage total=0.216, clk sink count=140, Top area cell types=dfxtp_1 51%, a32o_1 26%, nor2b_1 13%, and2b_1 3.8%, buf_6 2.3%, H-tree Lvls=4, Max-Cap Viols=0, Crit-path slowest cell=buf_4, XORs/XNORs by Area=0, CTS buffer count=17, cell repeated most along the worst path=buf_4, input/output buffers=283
worst max-delay path by stage:
stage	startpoint	to	slack, ns	cells after the start
finish	rst	ex_reg1[30]	5.47	4
CTS	rst	ex_alusel[1]	5.50	4
global route	rst	ex_reg1[7]	5.32	4
power breakdown:
part           switching (mW)  total (mW)  internal [mW]
Combinational          0.0619       0.197          0.135
Sequential             0.0150       0.639          0.624
Clock                   0.236       0.670          0.434
per-layer routing:
layer	global-route usage	share of wire	vias to the layer above	routed length, um
met5	0	0	-	0
met4	0.0253	0.011	0	161
met3	0.0920	0.11	11	1680
met2	0.332	0.46	197	7030
met1	0.302	0.42	2237	6380
li1	-	-	2319	-
layout make-up:
class,instances,area (um2)
Clock inverter,8,115
Sequential cell,140,2800
Multi-Input combinational cell,281,2320
Clock buffer,23,478
Tap cell,176,220
Fill cell,1025,4490
Timing Repair Buffer,286,2870
cells in the final DEF, fill, tap and decap left out:
master / synthesis / routed
buf_4: 2 / 3
and2_4: 0 / 1
clkbuf_16: 0 / 17
clkdlybuf4s50_1: 0 / 281
clkinv_2: 0 / 5
buf_12: 0 / 1
nor2b_1: 112 / 112
and2b_1: 28 / 28
bufinv_16: 0 / 3
clkbuf_1: 32 / 3
clkbuf_8: 0 / 3
buf_6: 11 / 1
dfxtp_1: 140 / 140
a32o_1: 140 / 140
registers in the layout (all words and copies together), names as in the netlist:
signal     cells
ex_inst       32
ex_reg1       32
ex_wreg        1
ex_alusel      3
ex_wd         32
ex_reg2       32
ex_aluop       8
critical path: cells and delay by family:
kind            cells  cell delay (ns)
compound gates      1             0.27
simple gates        1             0.75
buf+inv             2             1.34
through the flow:
step           std cells  utilization  hold slack, ns
4_1_cts              914        0.662           0.503
5_1_grt              914        0.662           0.517
2_1_floorplan        484            -           0.446
3_5_place_dp         883        0.618           0.488
3_3_place_gp         883        0.618           0.476
6_report             914        0.662           0.497
cell families after synthesis:
family,Yosys count
and+or+nand+nor,141
DFF,140
AOI/OAI and AO/OA,140
buffers and inverters,63
No activity file was given, so power comes from the tool's default toggle rates.
